===== design.v =====
module ACL2Controller(
        input wire clk,
        input wire rst,
        output wire cs,
        output wire mosi,
        input wire miso,
        input wire sclk,
        output reg [11:0] acc_x,
        output reg [11:0] acc_y,
        output reg [11:0] acc_z
    );
    reg action_read;
    reg [7:0] addr, din;
    wire [11:0] dout;
    wire finished;
    ACL2SpiController acl2(.rst(rst),
                        .cs(cs), .mosi(mosi), .miso(miso), .sclk(sclk),
                        .action_read(action_read), .addr(addr), .din(din),
                        .finished(finished), .dout(dout));
    reg [2:0] state, next_state;
    reg [11:0] next_acc_x, next_acc_y, next_acc_z;
    localparam INIT = 0;
    localparam SET_RANGE = 1;
    localparam GET_ACC_X = 2;
    localparam GET_ACC_Y = 3;
    localparam GET_ACC_Z = 4;
    always @(posedge sclk, posedge rst) begin
        if (rst) begin
            state <= INIT;
            acc_x <= 0;
            acc_y <= 0;
            acc_z <= 0;
        end else begin
            state <= next_state;
            acc_x <= next_acc_x;
            acc_y <= next_acc_y;
            acc_z <= next_acc_z;
        end
    end
    always @(*) begin
        din = 0;
        next_acc_x = acc_x;
        next_acc_y = acc_y;
        next_acc_z = acc_z;
        next_state = state;
        case (state)
            INIT: begin
                action_read = 0;
                addr = 8'h2d;
                din = 8'h02;
                if (finished) begin
                    next_state = SET_RANGE;
                end
            end
            SET_RANGE: begin
                action_read = 0;
                addr = 8'h2c;
                din = 8'b00010011;
                if (finished) begin
                    next_state = GET_ACC_X;
                end
            end
            GET_ACC_X: begin
                action_read = 1;
                addr = 8'h0e;
                if (finished) begin
                    next_acc_x = dout;
                    next_state = GET_ACC_Y;
                end
            end
            GET_ACC_Y: begin
                action_read = 1;
                addr = 8'h10;
                if (finished) begin
                    next_acc_y = dout;
                    next_state = GET_ACC_Z;
                end
            end
            GET_ACC_Z: begin
                action_read = 1;
                addr = 8'h12;
                if (finished) begin
                    next_acc_z = dout;
                    next_state = GET_ACC_X;
                end
            end
            default: begin
                addr = 8'h0;
                action_read = 0;
                next_state = INIT;
            end
        endcase
    end
endmodule
module ACL2SpiController(
    input wire rst,
    output reg cs,
    output reg mosi,
    input wire miso,
    input wire sclk,
    input wire action_read,
    input wire [7:0] addr,
    input wire [7:0] din,
    output reg finished,
    output reg [11:0] dout
    );
    reg [2:0] state, next_state;
    localparam HOLD = 0;
    localparam SEND_COMMAND = 1;
    localparam SEND_ADDRESS = 2;
    localparam READ_LSB = 3;
    localparam READ_MSB = 4;
    localparam SEND_VALUE = 5;
    localparam FINISH = 6;
    reg [2:0] i, next_i;
    reg [11:0] next_dout;
    always @(negedge sclk) begin
        if (rst) begin
            i <= 0;
            dout <= 0;
            state <= HOLD;
        end else begin
            i <= next_i;
            dout <= next_dout;
            state <= next_state;
        end
    end
    localparam [7:0] COMMAND_READ = 8'b00001011;
    localparam [7:0] COMMAND_WRITE = 8'b00001010;
    always @(*) begin
        next_dout = dout;
        mosi = 0;
        cs = 0;
        finished = 0;
        next_i = i + 1;
        case (state)
            HOLD: begin
                cs = 1;
                next_state = SEND_COMMAND;
                next_i = 0;
            end
            SEND_COMMAND: begin
                mosi = action_read ? COMMAND_READ[7 - i] : COMMAND_WRITE[7 - i];
                next_state = i == 7 ? SEND_ADDRESS : SEND_COMMAND;
            end
            SEND_ADDRESS: begin
                mosi = addr[7 - i];
                next_state = SEND_ADDRESS;
                if (i == 7) begin
                    next_state = action_read ? READ_LSB : SEND_VALUE;
                end
            end
            READ_LSB: begin
                next_dout[7 - i] = miso;
                next_state = i == 7 ? READ_MSB : READ_LSB;
            end
            READ_MSB: begin
                if (i >= 4) begin
                    next_dout[15 - i] = miso;
                end
                next_state = i == 7 ? FINISH : READ_MSB;
            end
            SEND_VALUE: begin
                mosi = din[7 - i];
                next_state = i == 7 ? FINISH : SEND_VALUE;
            end
            FINISH: begin
                finished = 1;
                cs = 1;
                next_state = HOLD;
                next_i = 0;
            end
            default: begin
                cs = 1;
                next_state = HOLD;
                next_i = 0;
            end
        endcase
    end
endmodule

===== run.sh =====
#!/bin/bash
# OpenROAD 26Q1-2900-gdf79404cd8, Yosys 0.63+post, stock flow scripts
make -C /OpenROAD-flow-scripts/flow DESIGN_CONFIG=/design/flow/config.mk WORK_HOME=/design/flow/orfs finish

===== config.mk =====
export PLATFORM = sky130hd
export DESIGN_NAME = ACL2Controller
export DESIGN_NICKNAME = ACL2Controller
export VERILOG_FILES = /design/flow/design.v
export SDC_FILE = /design/flow/constraint.sdc
export NUM_CORES = 4
export LEC_CHECK = 1
export CORE_UTILIZATION = 30

===== constraint.sdc =====
current_design ACL2Controller

set clk_period 2.3
set clk_io_pct 0.2

create_clock -name clk0 -period $clk_period [get_ports {sclk}]

set non_clock_inputs [all_inputs -no_clocks]
set_input_delay [expr $clk_period * $clk_io_pct] -clock clk0 $non_clock_inputs
set_output_delay [expr $clk_period * $clk_io_pct] -clock clk0 [all_outputs]

==> flow_summary.ini <==
; implementation run metrics
[run_status]
status = finished, violations left
violations = setup timing

[placed_design]
io_buffers = 40
pre_cts_slack_ps = -859
dpl.hpwl_mm = 5.24
place_congestion = 0.941

[global_route]
antenna_found_initial = 0
grt_max_degree = 18
grt_pass1_wl_mm = 12.1
first_global_vias = 2444
grt.total_usage_pct = 15.8
overflow = 0

[die]
fp.dieW_um = 99.7
num_rows = 35
chipHeight_um = 99.7
fp_util_pct = 31.0
io_pins = 42
die_area_um2 = 9940
core_area_um2 = 9240

[power_and_ir_drop]
switchingPower_mw = 0.579
ir_drop_uv = 306
swShare_pct = 25.4
p_int_mw = 1.70
p_comb_share_pct = 5.3
power.density_nw_per_um2 = 548
p_leak_nw = 1.91
power_frac_seq_pct = 48.9
clkPwrFrac_pct = 45.9

[clock_tree]
cts_max_path_buffers = 2
hold_buffers = 0
clk_latency_ps = 380
cts_root_buffer = clkbuf_8
path_clk_slew_ps = 70
cts_sinks = 63
cts_tree = yes
cts_buffers = 9
htree_levels = 3

[yosys]
yosysTopAreaCell = dfrtp_1
ys_top_cells_by_count = dfrtp_1 (40), mux2_2 (34), dfxtp_1 (22), nand2_1 (19), nor2_1 (18)
ys_seq_share_pct = 51.3
synth_chip_area_um2 = 2860
most_common_cell = dfrtp_1
synthCells = 269
edf_count = 0
ys_warn_count = 2
netlist_area_um2 = 2860
synth-cells-yosys = 269
synth-async-reset-ratio_pct = 65.1
synth_top_flop_cell = dfrtp_1
top_area_share_pct = 35.0
synth_flops = 63
synth_area_per_cell_um2 = 10.6
yosysUniqueCellTypes = 49
synthTopCellsByArea = dfrtp_1 (35%), dfxtp_1 (15%), mux2_2 (13%)

[finish]
fin_util_pct = 45.0
drive_gt1_share_pct = 34.9
syn2layout_area_growth_pct = 45.4
fillerInstances = 849

[worst_setup_path]
crit_path_end_kind = primary output
worstSetupPathType = reg2out
critPathBufInv = 1
arrival_ps = 2720
path_delay_family = AND-OR/OR-AND gates
cp_cell_sequence = nand2b_4, a2111oi_4, a221oi_2, o221a_1, buf_2
crit_path_start_kind = register
cp.depth = 5
worst_ep_required_time_ps = 1840
path_max_fanout = 5
slowest_stage = dfxtp_4
critPathMaxStageDelay_ps = 350
reg2reg_depth = 3

[timing]
tightest_slew_ps = 315
hold_viol = 0
slew_violations = 0
finalSetupTns_ps = -1830
slew_headroom_pct = 79.0
rsz0062_at_grt = yes
setup_viol = 3
worst_slack_ps = -877
skew_ps = 46.8

[route]
antenna-diode-count = 0
drt_pass1_iterations = 5
wl_met2_mm = 3.24
highest_layer = met4
postRouteAntennaNets = 0
viasPerCell = 4.83
drc = 0
wl_per_cell_um = 14.3
drt_iter0_drc = 146
vias = 2451
met1Wirelength_mm = 3.52
dr_wl_met3_um = 297
routed_wl_mm = 7.24

[run]
maxCapViolations = 0
warnings = 56

[min_path]
hold_path_class = in2async
[cell type report]
class	instances	area, um^2	area share (%)
multi-input cells	174	1390	33.5
clock buffers	9	124	2.98
clock inverters	29	144	3.46
repair buffers	89	807	19.4
inverters	14	56.3	1.35
well taps	129	161	3.88
flip-flops and latches	63	1480	35.5
[metal layers]
layer / up-vias / GRT usage, %
met5: - / 0
met4: 0 / 3.96
met3: 18 / 3.36
met2: 69 / 23.5
met1: 1189 / 24.0
li1: 1175 / -
[flip-flops by register name (all words and copies together), names as in the netlist, named ones only]
register / cells
acl2.i: 3
acl2.state: 7
acc_z: 12
acc_x: 12
state: 1
acl2.dout: 12
acc_y: 12
[cell usage in the layout (no fill, tap or decap), types with 7 or more instances in the layout]
master,Yosys,final
buf_4,2,42
nand2_1,19,15
a21oi_1,12,9
nand4_1,7,7
dfxtp_1,22,17
inv_1,15,36
clkdlybuf4s50_1,0,36
nand3_1,8,7
clkbuf_8,0,9
mux2_2,34,34
dfrtp_1,40,40
o21ai_0,10,10
nor2_1,18,17
[through the flow]
stage / cell area, um^2 / total power, mW / std cells / hold WS (ps)
after global placement: 3720 / 1.31 / 461 / 459
after detailed placement: 3720 / 1.30 / 461 / 463
after CTS: 4130 / 2.31 / 507 / 372
after floorplan: 2970 / 1.26 / 269 / 413
final: 4160 / 2.28 / 507 / 385
after global routing: 4160 / 2.40 / 507 / 404
[cell families (layout without fill, tap and decap cells)]
kind of cell / after synthesis / after routing / share of synthesized area (%)
mux: 37 / 37 / 14.4
simple gates: 77 / 77 / 13.3
fa+ha+maj: 7 / 7 / 3.06
flops: 63 / 63 / 51.3
compound gates: 53 / 53 / 12.8
buf+inv: 32 / 141 / 5.11
[repair_timing]
| item | 4_1_cts | 5_1_grt |
|---|---|---|
| buffers inserted | 9 | 0 |
| setup endpoints to repair | 29 | 22 |
| pin swaps | 8 | 4 |
| resized | 32 | 8 |
[power groups by stage]
| stage | clock, mW | sequential [mW] | combinational (mW) |
|---|---|---|---|
| CTS | 1.08 | 1.11 | 0.119 |
| global route | 1.15 | 1.11 | 0.131 |
| finish | 1.05 | 1.11 | 0.120 |
[worst paths after layout]
path	start	to	slack [ps]
setup / recovery	acl2.state[5]	mosi	-880
hold / removal	rst	acc_x[3]	390
setup reg to reg	register	acl2.state[5]	-130
hold reg to reg	acl2.state[0]	acl2.state[4]	470
max in group asynchronous	rst	state[0]	1620
min in group clk0	acl2.state[0]	acl2.state[4]	470
[tightest hold or removal path, cell delays in order]
cell and delay, ps:
clkdlybuf4s15_2 230, clkinvlp_4 180, buf_4 210
Power is estimated from default activity; no workload was simulated.
