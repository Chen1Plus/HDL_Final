==> design.v <==
module PmodGYRO (
	input rst,
	input clk,
	output reg cs,
	output     sclk,
	output     mosi,
	input      miso,
	output reg [15:0] data_x,
	output reg [15:0] data_y,
	output reg [15:0] data_z,
	output reg update
);
	localparam SETUP_LEN = 3;
	localparam SETUP_CMD = 48'h0021_1024_0F20;
	localparam READ_DATA_CMD = 8'hE8;
	reg        tx_begin;
	wire       tx_end;
	reg  [7:0] tx_data;
	wire [7:0] rx_data;
	SPI s0 (
		.rst     (rst),
		.clk     (clk),
		.tx_begin(tx_begin),
		.tx_end  (tx_end),
		.tx_data (tx_data),
		.rx_data (rx_data),
		.sclk    (sclk),
		.mosi    (mosi),
		.miso    (miso)
	);
	reg [2:0] state;
	reg [2:0] state_next;
	localparam IDLE  = 3'd0;
	localparam SETUP = 3'd1;
	localparam RUN   = 3'd2;
	localparam HOLD  = 3'd3;
	localparam WAIT  = 3'd4;
	reg  [2:0] byte_cnt;
	reg  [1:0] setup_cnt;
	reg [23:0] wait_cnt;
	reg [47:0] data;
	localparam WAIT_RUN = 24'h07FFFF;
	always @(posedge clk) begin
		if (rst) begin
			state     <= IDLE;
			setup_cnt <= 0;
			wait_cnt  <= 0;
			cs        <= 1'b1;
			data_x    <= 0;
			data_y    <= 0;
			data_z    <= 0;
			update    <= 0;
		end else case (state)
			IDLE: begin
				update   <= 0;
				state    <= SETUP;
				byte_cnt <= 0;
			end
			SETUP: begin
				update <= 0;
				if (byte_cnt < 2) begin
					state      <= HOLD;
					state_next <= SETUP;
					byte_cnt   <= byte_cnt + 1;
					cs         <= 1'b0;
					tx_begin   <= 1'b1;
					tx_data    <= (SETUP_CMD >> (setup_cnt * 8)) >> (byte_cnt * 8);
				end else begin
					if (setup_cnt < SETUP_LEN - 1) begin
						state      <= WAIT;
						state_next <= SETUP;
						setup_cnt  <= setup_cnt + 1;
					end else begin
						state      <= WAIT;
						state_next <= RUN;
						setup_cnt  <= 0;
					end
					byte_cnt <= 0;
				end
			end
			RUN: begin
				if (byte_cnt < 7) begin
					update     <= 0;
					state      <= HOLD;
					state_next <= RUN;
					byte_cnt   <= byte_cnt + 1;
					cs         <= 1'b0;
					tx_begin   <= 1'b1;
					tx_data    <= byte_cnt ? 8'h00 : READ_DATA_CMD;
				end else begin
					update     <= 1;
					state      <= WAIT;
					state_next <= RUN;
					byte_cnt   <= 0;
					data_x     <= data[15:0];
					data_y     <= data[31:16];
					data_z     <= data[47:32];
				end
			end
			HOLD: begin
				update   <= 0;
				tx_begin <= 1'b0;
				if (tx_end == 1'b1) begin
					state <= state_next;
					if (state_next == RUN) case (byte_cnt)
						2: data[7:0]   <= rx_data;
						3: data[15:8]  <= rx_data;
						4: data[23:16] <= rx_data;
						5: data[31:24] <= rx_data;
						6: data[39:32] <= rx_data;
						7: data[47:40] <= rx_data;
						default:;  
					endcase
				end
			end
			WAIT: begin
				update   <= 0;
				cs       <= 1'b1;
				tx_begin <= 1'b0;
				if (wait_cnt == WAIT_RUN) begin
					state    <= state_next;
					wait_cnt <= 0;
				end else
					wait_cnt <= wait_cnt + 1;
			end
			default: state <= IDLE;
		endcase
	end
endmodule : PmodGYRO
module SPI (
	input rst,
	input clk,
	input            tx_begin,
	output reg       tx_end,
	input      [7:0] tx_data,
	output reg [7:0] rx_data,
	output reg sclk,
	output reg mosi,
	input      miso
);
	reg state;
	localparam IDLE = 1'b0;
	localparam TXRX = 1'b1;
	wire      sclk_next;
	reg [3:0] sclk_cnt;
	always @(posedge clk) begin : SCLK_GEN
		sclk <= sclk_next;
		if (rst) begin
			sclk <= 1'b1;
			sclk_cnt <= 4'hC;
		end else case (state)
			TXRX:    sclk_cnt <= sclk_cnt + 1;
			default: sclk_cnt <= 4'hC;
		endcase
	end
	assign sclk_next = sclk_cnt[3];
	reg [3:0] bit_cnt;
	reg [7:0] shift_reg;
	always @(posedge clk) begin : TX_PROC
		if (rst == 1'b1) begin
			state   <= IDLE;
			tx_end  <= 1'b0;
			rx_data <= 8'h00;
		end else case (state)  
			IDLE: begin
				tx_end <= 1'b0;
				if (tx_begin == 1'b1) begin
					state     <= TXRX;
					bit_cnt   <= 0;
					shift_reg <= tx_data;
				end
			end
			TXRX: begin
				if (bit_cnt >= 8) begin
					state   <= IDLE;
					tx_end  <= 1'b1;
					rx_data <= shift_reg;
				end else if (sclk && !sclk_next) begin
					mosi <= shift_reg[7];
				end else if (!sclk && sclk_next) begin
					bit_cnt   <= bit_cnt + 1;
					shift_reg <= {shift_reg[6:0], miso};
				end
			end
		endcase
	end
endmodule : SPI
module TopGlove (
    input clk,
    input rst,
    input [1:0] sw,
    input btn_up,
    input btn_down,
    input btn_left,
    input btn_center,
    output gyro_cs,
    output gyro_sclk,
    output gyro_mosi,
    input  gyro_miso,
    output reg [15:0] LED,
    input       master_rts,
    output      master_rx,
    input       master_tx,
    output      master_cts
);
    wire btn_up_db, btn_down_db, btn_left_db, btn_center_db;
    Debounce db_up(.clk(clk), .in(btn_up), .out(btn_up_db));
    Debounce db_down(.clk(clk), .in(btn_down), .out(btn_down_db));
    Debounce db_left(.clk(clk), .in(btn_left), .out(btn_left_db));
    Debounce db_center(.clk(clk), .in(btn_center), .out(btn_center_db));
    wire btn_up_pulse, btn_down_pulse, btn_left_pulse, btn_center_pulse;
    OnePulse op_up(.clk(clk), .in(btn_up_db), .out(btn_up_pulse));
    OnePulse op_down(.clk(clk), .in(btn_down_db), .out(btn_down_pulse));
    OnePulse op_left(.clk(clk), .in(btn_left_db), .out(btn_left_pulse));
    OnePulse op_center(.clk(clk), .in(btn_center_db), .out(btn_center_pulse));
    assign master_cts = 0;
    wire send_pulse;
    PulseGen #(.OUT_FREQ(100)) pgglove (
        .rst(rst),
        .clk(clk),
        .out(send_pulse)
    );
    wire [15:0] data_x, data_y, data_z;
    wire update;
    PmodGYRO pgyro0 (
        .rst   (rst),
        .clk   (clk),
        .cs    (gyro_cs),
        .sclk  (gyro_sclk),
        .mosi  (gyro_mosi),
        .miso  (gyro_miso),
        .data_x(data_x),
        .data_y(data_y),
        .data_z(data_z),
        .update(update)
    );
    wire ready;
    reg send;
    reg [7:0] send_data;
    UART master (
        .rst  (rst),
        .clk  (clk),
        .ready(ready),
        .send (send),
        .data (send_data),
        .tx   (master_rx)
    );
    reg [3:0][7:0] buffer;
    reg [1:0] head, tail;
    reg [2:0] state;
    localparam SEND_LR = 0;
    localparam SEND_TB = 1;
    always @(posedge clk, posedge rst) begin
        if (rst) begin
            state <= SEND_LR;
            send <= 0;
            send_data <= 0;
            head <= 0;
            tail <= 0;
        end else begin
            if (ready && master_rts == 0 && head != tail) begin
                send <= 1;
                send_data <= buffer[head];
                head <= head + 1;
            end else begin
                send <= 0;
            end
            if (tail + 1 != head) begin
                if (btn_left_pulse) begin
                    buffer[tail] <= 4;
                    tail <= tail + 1;
                end else if (btn_center_pulse) begin
                    buffer[tail] <= 8;
                    tail <= tail + 1;
                end else if (btn_up_pulse) begin
                    buffer[tail] <= 6;
                    tail <= tail + 1;
                end else if (btn_down_pulse) begin
                    buffer[tail] <= 7;
                    tail <= tail + 1;
                end else case (state)
                    SEND_LR: begin
                        if (update) begin
                            if ($signed(data_y[15:11]) < $signed(-1)) begin
                                buffer[tail] <= 2;  
                                tail <= tail + 1;
                            end else if ($signed(data_y[15:11]) > $signed(1)) begin
                                buffer[tail] <= 3;  
                                tail <= tail + 1;
                            end
                            state <= SEND_TB;
                        end
                    end
                    SEND_TB: begin
                        if (update) begin
                            if ($signed(data_z[15:11]) < $signed(-1)) begin
                                buffer[tail] <= 0;  
                                tail <= tail + 1;
                            end else if ($signed(data_z[15:11]) > $signed(1)) begin
                                buffer[tail] <= 1;  
                                tail <= tail + 1;
                            end
                            state <= SEND_LR;
                        end
                    end
                    default: begin
                        state <= SEND_LR;
                    end
                endcase
            end else begin
                state <= SEND_LR;
            end
        end
    end
endmodule : TopGlove
module UART (
    input rst,
    input clk,
    output      ready,
    input       send,
    input [7:0] data,
    output reg tx
);
    wire baud_pulse;
    PulseGen #(.OUT_FREQ(9600)) pg0 (
        .rst(1'b0),
        .clk(clk),
        .out(baud_pulse)
    );
    reg       state;
    reg [3:0] bit_cnt;
    reg [9:0] shift_reg;
    localparam IDLE = 1'b0;
    localparam SEND = 1'b1;
    always @(posedge clk) begin
        if (rst)
            state <= IDLE;
        else case (state)  
            IDLE: begin
                if (send) begin
                    state     <= SEND;
                    bit_cnt   <= 0;
                    shift_reg <= {1'b1, data, 1'b0};
                end
                tx <= 1'b1;
            end
            SEND: begin
                if (bit_cnt >= 10)
                    state <= IDLE;
                else if (baud_pulse) begin
                    bit_cnt   <= bit_cnt + 1;
                    shift_reg <= shift_reg >> 1;
                    tx        <= shift_reg[0];
                end
            end
        endcase
    end
    assign ready = state == IDLE;
endmodule : UART
module Debounce (
    input  clk,
    input  in,
    output out
);
    reg [9:0] shift_reg;
    always @(posedge clk) begin
        shift_reg <= {shift_reg[8:0], in};
    end
    assign out = &shift_reg;
endmodule : Debounce
module OnePulse(
    input  clk,
    input  in,
    output out
);
    reg in_d;
    always @(posedge clk) begin
        in_d <= in;
    end
    assign out = in & ~in_d;
endmodule : OnePulse
module PulseGen #(
    parameter CLK_FREQ = 100_000_000,
    parameter OUT_FREQ = 9600
)(
    input      rst,
    input      clk,
    output reg out
);
    localparam CNT_MAX   = CLK_FREQ / OUT_FREQ;
    localparam CNT_WIDTH = $clog2(CNT_MAX);
    reg [CNT_WIDTH - 1:0] cnt;
    always @(posedge clk) begin
        if (rst) begin
            cnt <= 0;
            out <= 1'b0;
        end else if (cnt >= CNT_MAX - 1) begin
            cnt <= 0;
            out <= 1'b1;
        end else begin
            cnt <= cnt + 1;
            out <= 1'b0;
        end
    end
endmodule : PulseGen
==> run.sh <==
#!/bin/bash
# OpenROAD 26Q1-2900-gdf79404cd8, Yosys 0.63+post, stock flow scripts
make -C /OpenROAD-flow-scripts/flow DESIGN_CONFIG=/design/flow/config.mk WORK_HOME=/design/flow/orfs finish
==> config.mk <==
export PLATFORM = sky130hd
export DESIGN_NAME = TopGlove
export DESIGN_NICKNAME = TopGlove
export VERILOG_FILES = /design/flow/design.v
export SDC_FILE = /design/flow/constraint.sdc
export NUM_CORES = 4
export LEC_CHECK = 1
export CORE_UTILIZATION = 30
==> constraint.sdc <==
current_design TopGlove

set clk_period 4.5
set clk_io_pct 0.2

create_clock -name clk0 -period $clk_period [get_ports {clk}]

set non_clock_inputs [all_inputs -no_clocks]
set_input_delay [expr $clk_period * $clk_io_pct] -clock clk0 $non_clock_inputs
set_output_delay [expr $clk_period * $clk_io_pct] -clock clk0 [all_outputs]
==> notes.md <==
fresh numbers from the pnr run: WL final 13.7 mm, CTS tree done, OpenROAD warning count 40, XOR/XNOR Area Share 4.70%, Yosys top cell area share 29.1%, syn_area_per_cell roughly 12 um2, Largest regs buffer x32, pgyro0.wait_cnt x24, master.pg0.cnt x14, Period Utilization, post-route 55.5%, flip-flops with a built-in enable 83, pin count of the biggest net entering global routing approximately 43, most used cell, CP nor4_1, WL/cell about 12 um, RD Place Congestion 0.770, drt via density 4.46, main kind of combinational logic by area simple AND/OR/NAND/NOR gates, chip height 171 um, crit path to buffer[15], crit-path leading delay family simple AND/OR/NAND/NOR gates, vias in the first global route around 5000, Reg with most FFs buffer, Synth area leaders edfxtp_1, dfxtp_1, dfrtp_1, nor2_1, mux2_2, Post-DP HPWL roughly 9 mm, commonest cells in the netlist dfxtp_1, edfxtp_1, nor2_1, Max VDD drop 0.236 mV, Design Area, Final 9810 um2, Synth Seq Share 59.9%, Worst R2R Start db_left.shift_reg[8], minimum clock period 2500 ps, crit path DRT 4650 ps, FP Rows 61, CTS Buf Count 23, clk_skew 14.1 ps, max_cap viols 0, Max Fclk 400 MHz, Syn Inst Count 738, worst skew pair latency 510 ps, Die ar. 29300 um2, R2R Setup Slk 2000 ps, Fillers 2794, crit path kind reg -> reg, leading area contributor after synthesis edfxtp_1, Post-CTS Hold Buffers 0, setup tns final 0 ps, fin util 35.1%, Worst setup SP type flop, R2R Path End buffer[15], max_slew headroom 49.8%, area delta synth->final 14.4%, Post-Syn Area 8570 um2, Leak about 3.6 nW, critical path depth 6, post-CTS sizing 0, critical-path cell list nand4_1 > nor4_1 > nor4_1 > a21oi_1 > and2_1 > buf_4, CTS sink count 211, DP Area 9010 um2, Port-buffer cells 11, Crit. End Element flop, MUX share of area 6.76%, switching part of the total a little over a quarter, clock root buffer clkbuf_16, DR pass1 iterations 4, Async S/R FF share, synth 7.11%, Yosys Instances about 740, Post-CTS Setup Bufs 0, clk buf depth 3, Ports 32, switching power about 1.4 mW, first-pass GRT wire length between 20 and 25 mm, Routed Antenna Nets 0, Fin. Hold Viols 0, max reg flops 32, # setup viols final 0, worst setup path start db_left.shift_reg[8], Pwr per Cell Area around 540 nW/um2, CP max stage cell nor4_1, Slew Viols, Final 0, area reported by Yosys stat 8570 um2, RSZ-0062 raised after global routing no, Gate power share 16.0%, clock share of power 36.7%, Seq cells post-synth 211, Critical Path Fanout Max 32, H-tree levels 1, clock-pin slew on the worst setup and hold paths 60 ps, cell count of the worst reg-to-reg path 6, Initial Util 30.7%, share of cells above drive strength 1 between 10% and 20%, Critical Path AT 2650 ps, CP max stage delay 590 ps, Hold Crit Class reg -> reg, initial antenna violation count 0, DIE WIDTH 171 um, top-count cell post-synth dfxtp_1, diode count 0, aoi/oai-family share of the synthesized area 5.75%, Iteration-0 DRC Markers 247, and+or+nand+nor area frac 15.6%, PnR Total Power 5.29 mW, via total after detailed routing between 5000 and 6000, worst-margin pin slew between 700 and 800 ps, Power Internal 3.90 mW, grt ovf 0, ys flop type dfxtp_1, status complete, no violations, DRC 0, core area 27900 um2, Syn. warnings 24, Seq pwr share 47.3%, synth unique cells 52, fa+ha+maj area frac 2.77%, Crit path buffers/inverters 1, gr usage total 10.2%
-- layout make-up --
cell class | count | area, um2 | area share [%]
clock buffer | 32 | 659 | 6.72
clock inverter | 9 | 139 | 1.42
inverter | 33 | 124 | 1.26
multi-input combinational | 465 | 3110 | 31.7
sequential | 211 | 5130 | 52.3
tap | 378 | 473 | 4.82
timing repair buffer | 19 | 170 | 1.73
-- power by group through the flow --
| stage | Clock [mW] | Combinational [mW] | Sequential, mW |
|---|---|---|---|
| 4_1_cts | 1.99 | 0.855 | 2.51 |
| 5_1_grt | 2.06 | 0.952 | 2.55 |
| 6_report | 1.94 | 0.846 | 2.50 |
-- worst register-to-register path, cell delays in order (launching register included) --
cell and delay, ps:
dfxtp_1 330, nand4_1 140, nor4_1 590, nor4_1 220
a21oi_1 310, and2_1 170, buf_4 370
-- cell usage in the layout (no fill, tap or decap), drive strengths merged, types with 18 or more instances in the layout --
cell type / synthesis / layout
ha: 19 / 19
mux2: 23 / 23
a21oi: 20 / 20
nor2b: 27 / 27
nand2: 44 / 44
nor2: 74 / 74
edfxtp: 83 / 83
xnor2: 18 / 18
clkbuf: 16 / 32
inv: 33 / 35
nand3: 32 / 32
xor2: 28 / 28
dfxtp: 113 / 113
-- per-stage QoR --
step / setup WS, ps / hold WS (ps) / instances
after floorplan: 1760 / 330 / 754
final: 2000 / 345 / 1147
after detailed placement: 1720 / 337 / 1106
after global routing: 1700 / 343 / 1147
after global placement: 1720 / 334 / 1106
after CTS: 1940 / 339 / 1147
-- logic make-up (layout without fill, tap and decap cells) --
| kind of cell | after synthesis | count (layout) |
|---|---|---|
| and+or+nand+nor | 261 | 261 |
| buffers and inverters | 78 | 93 |
| DFF | 211 | 211 |
| muxes | 45 | 45 |
| other | 1 | 17 |
| adders and majority gates | 19 | 19 |
| xor gates and xnor gates | 46 | 46 |
| AOI/OAI and AO/OA | 77 | 77 |
-- routing by layer --
layer,vias up,GRT usage (%),share of wire (%)
met3,25,1.84,4.2
met5,-,0,0
met1,2417,16.1,50
met2,66,15.2,44
met4,0,2.33,2.4
li1,2605,-,-
-- worst min path at each step --
stage,startpoint,to,cells past startpoint
CTS,db_left.shift_reg[3],db_left.shift_reg[4],0
global route,db_left.shift_reg[3],db_left.shift_reg[4],0
finish,db_left.shift_reg[3],db_left.shift_reg[4],0
Power and IR drop assume default switching activity.
