`flow/run.sh`:
```
#!/bin/bash
# OpenROAD 26Q1-2900-gdf79404cd8, Yosys 0.63+post, stock flow scripts
make -C /OpenROAD-flow-scripts/flow DESIGN_CONFIG=/design/flow/config.mk WORK_HOME=/design/flow/orfs finish
```
`flow/config.mk`:
```
export PLATFORM = sky130hd
export DESIGN_NAME = TopSingleFPGA
export DESIGN_NICKNAME = TopSingleFPGA
export VERILOG_FILES = /design/flow/design.v
export SDC_FILE = /design/flow/constraint.sdc
export NUM_CORES = 4
export LEC_CHECK = 1
export CORE_UTILIZATION = 40
```
`flow/constraint.sdc`:
```
current_design TopSingleFPGA

set clk_period 5.6
set clk_io_pct 0.2

create_clock -name clk0 -period $clk_period [get_ports {clk}]

set non_clock_inputs [all_inputs -no_clocks]
set_input_delay [expr $clk_period * $clk_io_pct] -clock clk0 $non_clock_inputs
set_output_delay [expr $clk_period * $clk_io_pct] -clock clk0 [all_outputs]
```
`flow/design.v`:
```
module PmodGYRO (
	input rst,
	input clk,
	output reg cs,
	output     sclk,
	output     mosi,
	input      miso,
	output reg [15:0] data_x,
	output reg [15:0] data_y,
	output reg [15:0] data_z,
	output reg update
);
	localparam SETUP_LEN = 3;
	localparam SETUP_CMD = 48'h0021_1024_0F20;
	localparam READ_DATA_CMD = 8'hE8;
	reg        tx_begin;
	wire       tx_end;
	reg  [7:0] tx_data;
	wire [7:0] rx_data;
	SPI s0 (
		.rst     (rst),
		.clk     (clk),
		.tx_begin(tx_begin),
		.tx_end  (tx_end),
		.tx_data (tx_data),
		.rx_data (rx_data),
		.sclk    (sclk),
		.mosi    (mosi),
		.miso    (miso)
	);
	reg [2:0] state;
	reg [2:0] state_next;
	localparam IDLE  = 3'd0;
	localparam SETUP = 3'd1;
	localparam RUN   = 3'd2;
	localparam HOLD  = 3'd3;
	localparam WAIT  = 3'd4;
	reg  [2:0] byte_cnt;
	reg  [1:0] setup_cnt;
	reg [23:0] wait_cnt;
	reg [47:0] data;
	localparam WAIT_RUN = 24'h07FFFF;
	always @(posedge clk) begin
		if (rst) begin
			state     <= IDLE;
			setup_cnt <= 0;
			wait_cnt  <= 0;
			cs        <= 1'b1;
			data_x    <= 0;
			data_y    <= 0;
			data_z    <= 0;
			update    <= 0;
		end else case (state)
			IDLE: begin
				update   <= 0;
				state    <= SETUP;
				byte_cnt <= 0;
			end
			SETUP: begin
				update <= 0;
				if (byte_cnt < 2) begin
					state      <= HOLD;
					state_next <= SETUP;
					byte_cnt   <= byte_cnt + 1;
					cs         <= 1'b0;
					tx_begin   <= 1'b1;
					tx_data    <= (SETUP_CMD >> (setup_cnt * 8)) >> (byte_cnt * 8);
				end else begin
					if (setup_cnt < SETUP_LEN - 1) begin
						state      <= WAIT;
						state_next <= SETUP;
						setup_cnt  <= setup_cnt + 1;
					end else begin
						state      <= WAIT;
						state_next <= RUN;
						setup_cnt  <= 0;
					end
					byte_cnt <= 0;
				end
			end
			RUN: begin
				if (byte_cnt < 7) begin
					update     <= 0;
					state      <= HOLD;
					state_next <= RUN;
					byte_cnt   <= byte_cnt + 1;
					cs         <= 1'b0;
					tx_begin   <= 1'b1;
					tx_data    <= byte_cnt ? 8'h00 : READ_DATA_CMD;
				end else begin
					update     <= 1;
					state      <= WAIT;
					state_next <= RUN;
					byte_cnt   <= 0;
					data_x     <= data[15:0];
					data_y     <= data[31:16];
					data_z     <= data[47:32];
				end
			end
			HOLD: begin
				update   <= 0;
				tx_begin <= 1'b0;
				if (tx_end == 1'b1) begin
					state <= state_next;
					if (state_next == RUN) case (byte_cnt)
						2: data[7:0]   <= rx_data;
						3: data[15:8]  <= rx_data;
						4: data[23:16] <= rx_data;
						5: data[31:24] <= rx_data;
						6: data[39:32] <= rx_data;
						7: data[47:40] <= rx_data;
						default:;  
					endcase
				end
			end
			WAIT: begin
				update   <= 0;
				cs       <= 1'b1;
				tx_begin <= 1'b0;
				if (wait_cnt == WAIT_RUN) begin
					state    <= state_next;
					wait_cnt <= 0;
				end else
					wait_cnt <= wait_cnt + 1;
			end
			default: state <= IDLE;
		endcase
	end
endmodule : PmodGYRO
module SPI (
	input rst,
	input clk,
	input            tx_begin,
	output reg       tx_end,
	input      [7:0] tx_data,
	output reg [7:0] rx_data,
	output reg sclk,
	output reg mosi,
	input      miso
);
	reg state;
	localparam IDLE = 1'b0;
	localparam TXRX = 1'b1;
	wire      sclk_next;
	reg [3:0] sclk_cnt;
	always @(posedge clk) begin : SCLK_GEN
		sclk <= sclk_next;
		if (rst) begin
			sclk <= 1'b1;
			sclk_cnt <= 4'hC;
		end else case (state)
			TXRX:    sclk_cnt <= sclk_cnt + 1;
			default: sclk_cnt <= 4'hC;
		endcase
	end
	assign sclk_next = sclk_cnt[3];
	reg [3:0] bit_cnt;
	reg [7:0] shift_reg;
	always @(posedge clk) begin : TX_PROC
		if (rst == 1'b1) begin
			state   <= IDLE;
			tx_end  <= 1'b0;
			rx_data <= 8'h00;
		end else case (state)  
			IDLE: begin
				tx_end <= 1'b0;
				if (tx_begin == 1'b1) begin
					state     <= TXRX;
					bit_cnt   <= 0;
					shift_reg <= tx_data;
				end
			end
			TXRX: begin
				if (bit_cnt >= 8) begin
					state   <= IDLE;
					tx_end  <= 1'b1;
					rx_data <= shift_reg;
				end else if (sclk && !sclk_next) begin
					mosi <= shift_reg[7];
				end else if (!sclk && sclk_next) begin
					bit_cnt   <= bit_cnt + 1;
					shift_reg <= {shift_reg[6:0], miso};
				end
			end
		endcase
	end
endmodule : SPI
module TopSingleFPGA (
    input clk,
    input rst,
    input [1:0] sw,
    output gyro_cs,
    output gyro_sclk,
    output gyro_mosi,
    input  gyro_miso,
    output reg [15:0] LED,
    output      tx
);
    wire baud_pulse;
    PulseGen #(.OUT_FREQ(100)) pgsingle (
        .rst(rst),
        .clk(clk),
        .out(baud_pulse)
    );
    wire [15:0] data_x, data_y, data_z;
    PmodGYRO pgyro0 (
        .rst   (rst),
        .clk   (clk),
        .cs    (gyro_cs),
        .sclk  (gyro_sclk),
        .mosi  (gyro_mosi),
        .miso  (gyro_miso),
        .data_x(data_x),
        .data_y(data_y),
        .data_z(data_z)
    );
    reg [7:0] send_data;
    reg send;
    wire computer_ready;
    UART u0 (
        .rst  (rst),
        .clk  (clk),
        .ready(computer_ready),
        .send (send),
        .data (send_data),
        .tx   (tx)
    );
    reg [3:0] state;
    localparam RESET_CURSOR = 2;
    localparam SEND_LR = 0;
    localparam SEND_TB = 1;
    localparam HOLD = 3;
    always @(posedge clk, posedge rst) begin
        if (rst) begin
            state <= RESET_CURSOR;
            send <= 0;
            send_data <= 0;
        end else begin
            case (state)
                RESET_CURSOR: begin
                    send_data <= 8'h63;  
                    if (baud_pulse) begin
                        send <= 1;
                        state <= SEND_LR;
                    end else begin
                        send <= 0;
                        state <= RESET_CURSOR;
                    end
                end
                SEND_LR: begin
                    if ($signed(data_y[15:11]) < $signed(-1)) begin
                        send_data <= 2;  
                    end else if ($signed(data_y[15:11]) > $signed(1)) begin
                        send_data <= 3;  
                    end else begin
                        send_data <= 8'hff;  
                    end
                    if (baud_pulse) begin
                        send <= 1;
                        state <= SEND_TB;
                    end else begin
                        send <= 0;
                        state <= SEND_LR;
                    end
                end
                SEND_TB: begin
                    if ($signed(data_z[15:11]) < $signed(-1)) begin
                        send_data <= 0;  
                    end else if ($signed(data_z[15:11]) > $signed(1)) begin
                        send_data <= 1;  
                    end else begin
                        send_data <= 8'hff;  
                    end
                    if (baud_pulse) begin
                        send <= 1;
                        state <= SEND_LR;
                    end else begin
                        send <= 0;
                        state <= SEND_TB;
                    end
                end
                default: begin
                    state <= RESET_CURSOR;
                end
            endcase
        end
    end
    always @* case (sw)
        2'b00:   LED <= data_x;
        2'b01:   LED <= data_y;
        default: LED <= data_z;
    endcase
endmodule : TopSingleFPGA
module UART (
    input rst,
    input clk,
    output      ready,
    input       send,
    input [7:0] data,
    output reg tx
);
    wire baud_pulse;
    PulseGen #(.OUT_FREQ(9600)) pg0 (
        .rst(1'b0),
        .clk(clk),
        .out(baud_pulse)
    );
    reg       state;
    reg [3:0] bit_cnt;
    reg [9:0] shift_reg;
    localparam IDLE = 1'b0;
    localparam SEND = 1'b1;
    always @(posedge clk) begin
        if (rst)
            state <= IDLE;
        else case (state)  
            IDLE: begin
                if (send) begin
                    state     <= SEND;
                    bit_cnt   <= 0;
                    shift_reg <= {1'b1, data, 1'b0};
                end
                tx <= 1'b1;
            end
            SEND: begin
                if (bit_cnt >= 10)
                    state <= IDLE;
                else if (baud_pulse) begin
                    bit_cnt   <= bit_cnt + 1;
                    shift_reg <= shift_reg >> 1;
                    tx        <= shift_reg[0];
                end
            end
        endcase
    end
    assign ready = state == IDLE;
endmodule : UART
module Debounce (
    input  clk,
    input  in,
    output out
);
    reg [9:0] shift_reg;
    always @(posedge clk) begin
        shift_reg <= {shift_reg[8:0], in};
    end
    assign out = &shift_reg;
endmodule : Debounce
module OnePulse(
    input  clk,
    input  in,
    output out
);
    reg in_d;
    always @(posedge clk) begin
        in_d <= in;
    end
    assign out = in & ~in_d;
endmodule : OnePulse
module PulseGen #(
    parameter CLK_FREQ = 100_000_000,
    parameter OUT_FREQ = 9600
)(
    input      rst,
    input      clk,
    output reg out
);
    localparam CNT_MAX   = CLK_FREQ / OUT_FREQ;
    localparam CNT_WIDTH = $clog2(CNT_MAX);
    reg [CNT_WIDTH - 1:0] cnt;
    always @(posedge clk) begin
        if (rst) begin
            cnt <= 0;
            out <= 1'b0;
        end else if (cnt >= CNT_MAX - 1) begin
            cnt <= 0;
            out <= 1'b1;
        end else begin
            cnt <= cnt + 1;
            out <= 1'b0;
        end
    end
endmodule : PulseGen
```
==> flow_summary.json <==
{
  "status": "completed",
  "skew_ps": 13.83,
  "cts_root_buffer": "clkbuf_16",
  "numPortBuffers": 24,
  "grt_max_degree": 50,
  "cellLeakagePower_nw": 3.687,
  "first_global_vias": 6124,
  "core_area_mm2": 0.02292,
  "fin_crit_ps": 3756,
  "yosys_warnings": 6,
  "postCtsSetupRepairBufs": 0,
  "floorplan.core_util_pct": 41.40,
  "routabilityCongestion": 0.8229,
  "area_growth_pct": 14.24,
  "worstHoldPathCells": 1,
  "cts_buffers": 25,
  "r2r_cells": 4,
  "synth-cells-yosys": 943,
  "ys_types": 56,
  "place.detailed.hpwl_mm": 11.01,
  "drt-initial-drc-count": 501,
  "tns_ps": 0,
  "worst_pin_slew_ps": 716.5,
  "n_fill_cell": 2080,
  "maxCapViolCount": 0,
  "p_total_mw": 4.003,
  "flop_cell": "dfxtp_1",
  "largest_register_ffs": 48,
  "dieArea_mm2": 0.02434,
  "clkLatencyLatePin_ps": 510,
  "max_slew_margin_pct": 52.06,
  "top_regs": "pgyro0.data: 48 flops, pgyro0.wait_cnt: 24 flops, pgsingle.cnt: 20 flops",
  "worst_r2r_endpoint": "pgyro0.data[6]",
  "hp-start": "u0.pg0.cnt[0]",
  "ant_nets": 0,
  "crit_top_cell": "clkdlybuf4s50_1",
  "routedWlPerCell_um": 13.84,
  "r2r_setup_slack_ps": 3270,
  "die_height_um": 156,
  "cts_buffer_depth": 3,
  "tool_warnings": 34,
  "viasPerCell": 5.085,
  "overflow": 0,
  "r2r_start": "pgyro0.state[0]",
  "num_rows": 55,
  "setup_violations": 0,
  "critical_path_class": "input port to output pin",
  "crit_chain": "clkdlybuf4s50_1, buf_4, mux2i_1, o21ai_0, clkdlybuf4s50_1",
  "crit_required_ps": 4480,
  "rsz0062_at_grt": "no",
  "clk_pin_slew_ps": 50,
  "cts_hold_buffers": 0,
  "async_flop_share_pct": 3.524,
  "worstSetupEndpointType": "output pin",
  "slew_viol_final": 0,
  "power.density_mw_per_mm2": 369.3,
  "grt_first_pass_wirelength_mm": 30.20,
  "antenna_found_initial": 0,
  "critPathMaxFanout": 16,
  "top_cell_area_share_pct": 28.17,
  "yosys-stat-area_mm2": 0.009487,
  "cts_tree": "done",
  "io_pins": 25,
  "htree_num_levels": 1,
  "edf_count": 89,
  "final_cells": 1287,
  "wl_mm": 17.81,
  "largest_area_cell": "edfxtp_1",
  "cp_num_buf_inv": 3,
  "drive_above_1_share_pct": 8.419,
  "diodes": 0,
  "crit_path_start_kind": "input port",
  "route.vias.total": 6545,
  "cts_resized": 0,
  "dpl.cell_count": 1242,
  "crit_path_max_incr_delay_ps": 490,
  "track_usage_pct": 15.90,
  "clkSinkCount": 227,
  "peakVddDrop_mv": 0.2022,
  "top_cells_by_area": "edfxtp_1 28%, dfxtp_1 27%, nand2_1 6.8%, a21oi_1 4.6%, ha_1 2.2%",
  "fin_crit_sh_pct": 67.07,
  "crit_slowest_cell": "clkdlybuf4s50_1",
  "cp_top_family": "buffers and inverters",
  "cp.arrival_ps": 2640,
  "drc_errors": 0,
  "largest-register": "pgyro0.data",
  "die_w_um": 156,
  "syn_avg_cell_area_um2": 10.06,
  "netlist_area_mm2": 0.009487,
  "firstDrtPassIters": 4,
  "hold_viol": 0,
  "ys_seq_share_pct": 57.73,
  "synth_flops": 227,
  "hp-class": "flop to flop",
  "synthCells": 943,
  "fmax_ghz": 0.2662,
  "holdPathEnd": "u0.pg0.cnt[0]"
}
[logic make-up after synthesis]
| logic type | after synthesis | synth area share, % |
|---|---|---|
| DFF | 227 | 57.73 |
| xor gates and xnor gates | 38 | 3.508 |
| and+or+nand+nor | 381 | 19.36 |
| buffers and inverters | 74 | 3.047 |
| AOI/OAI and AO/OA | 177 | 10.91 |
| adders and majority gates | 17 | 2.242 |
| muxes | 29 | 3.205 |
[worst max path at each step]
stage / from / to / slack (ps) / depth (start not counted)
4_1_cts: sw[0] / LED[14] / 1810 / 5
5_1_grt: sw[0] / LED[9] / 1730 / 5
6_report: sw[0] / LED[14] / 1840 / 5
[through the flow]
step | instance area, um2 | hold WS (ps) | setup slack (ps) | util (%)
after floorplan | 9487 | 412.7 | 2300 | -
after global placement | 10010 | 430.5 | 1870 | 43.67
after detailed placement | 10010 | 435.2 | 1814 | 43.67
after CTS | 10840 | 447.0 | 1809 | 47.29
after global routing | 10840 | 470.7 | 1733 | 47.29
final | 10840 | 447.6 | 1844 | 47.29
[layout by cell type (no fill, tap or decap), drive strengths merged, types with 4 or more instances in the layout]
cell and count:
nor3 20, buf 14, nor2 54, mux2 11, and4 8, o21a 5, nand3 31, dfrtp 7
nand2 171, mux2i 18, a211oi 5, a21boi 5, or2 5, clkbuf 30, a22oi 9, nand2b 9
ha 17, o31ai 6, clkdlybuf4s50 23, or4 11, dfxtp 130, nor4 10, clkinv 11, a211o 4
edfxtp 89, xnor2 22, a21oi 88, nand4 16, and3 9, or3 12, inv 22, o21ai 35
xor2 16, and2 7, nor2b 10
[layout make-up]
cell class	count	area, um2	share of cell area [%]
clock inverters	15	155.1	1.432
clock buffers	30	674.4	6.223
multi-input cells	642	3721	34.33
well taps	313	391.6	3.613
flip-flops and latches	227	5477	50.53
inverters	23	86.33	0.7966
repair buffers	37	332.8	3.071
[layer usage]
| layer | global-route usage [%] | up-vias | routed length, um |
|---|---|---|---|
| met5 | 0 | - | 0 |
| met4 | 2.474 | 0 | 284 |
| met3 | 4.045 | 27 | 1046 |
| met2 | 22.51 | 120 | 7409 |
| met1 | 26.29 | 3035 | 9065 |
| li1 | - | 3363 | - |
[power breakdown]
part           switching (mW)  internal, mW  total (mW)
Clock                   0.635         0.993        1.63
Sequential              0.122          1.84        1.96
Combinational           0.236         0.183       0.419
[cells in the mapped netlist (2+ instances only)]
cell type  instances
nand3b_1           2
o21bai_1           2
nand2b_1           9
dfxtp_1          130
nor3b_2            2
and3_1             9
o31ai_1            6
or4_1             10
and2_1             7
a211oi_1           5
nand3_1           30
edfxtp_1          89
and4_1             8
a31o_2             3
a2111oi_0          2
nand2_1          171
buf_2              3
nand4_1           16
xor2_1            16
dfrtp_1            7
o211ai_1           3
mux2_2            11
or3_1             10
nor4_1            10
mux2i_1           18
o22ai_1            2
a21oi_1           88
clkbuf_1          46
nor3_1            20
a31oi_1            3
a211o_1            4
a22oi_1            9
or2_2              5
xnor2_1           22
o21a_1             5
or3b_2             2
nor2_1            54
a21boi_0           5
nor2b_1           10
inv_1             22
o21ai_0           35
ha_1              17
or3_2              2
